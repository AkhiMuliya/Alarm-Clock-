## flow/config.mk

```make
export PLATFORM = sky130hd
export DESIGN_NAME = alarm_clk_rtl
export DESIGN_NICKNAME = alarm_clk_rtl
export VERILOG_FILES = /design/flow/design.v
export SDC_FILE = /design/flow/constraint.sdc
export NUM_CORES = 4
export LEC_CHECK = 1
export CORE_UTILIZATION = 30
```

## flow/design.v

```verilog
module alarmreg(clk, reset, load_new_a, new_alarm_ms_hr, new_alarm_ms_min, new_alarm_ls_hr, new_alarm_ls_min,alarm_time_ms_hr, alarm_time_ms_min, alarm_time_ls_hr, alarm_time_ls_min);
input clk, reset, load_new_a;
input [3:0] new_alarm_ms_hr;
input [3:0] new_alarm_ms_min;
input [3:0] new_alarm_ls_hr;
input [3:0] new_alarm_ls_min;
output reg [3:0] alarm_time_ms_hr;
output reg [3:0] alarm_time_ms_min;
output reg [3:0] alarm_time_ls_hr;
output reg [3:0] alarm_time_ls_min;
always @ (posedge clk or posedge reset)
begin
if (reset)
begin
alarm_time_ms_hr<=0;
alarm_time_ms_min<=0;
alarm_time_ls_hr<=0;
alarm_time_ls_min<=0;
end
else if(load_new_a)
begin
alarm_time_ms_hr<=new_alarm_ms_hr;
alarm_time_ms_min<=new_alarm_ms_min;
alarm_time_ls_hr<=new_alarm_ls_hr;
alarm_time_ls_min<=new_alarm_ls_min;
end
end
endmodule
module aclk_controller(clk, reset, one_second, alarm_button, time_button, key, reset_count, load_new_c, show_new_time, show_a , load_new_a , shift);
input clk, reset, one_second, alarm_button, time_button;
input [3:0] key;
output reset_count, load_new_c, show_new_time, show_a , load_new_a , shift;
reg [2:0] pre_state, next_state;
wire time_out;
reg [3:0] count1, count2;
parameter SHOW_TIME= 3'b000;
parameter KEY_ENTRY= 3'b001;
parameter KEY_STORED= 3'b010;
parameter SHOW_ALARM= 3'b011;
parameter SET_ALARM_TIME= 3'b011;
parameter SET_CURRENT_TIME= 3'b100;
parameter KEY_WAITED = 3'b101;
parameter NOKEY =10;
always @ (posedge clk or posedge reset)
begin
if(reset)
count1<=4'd0;
else if (!(pre_state==KEY_ENTRY))
count1 <= 4'd0;
else if (count1 ==9)
count1<=4'd0;
else if(one_second)
count1<=count1+1'b1;
end
always @ (posedge clk or posedge reset)
begin
if(reset)
count2<=4'd0;
else if (!( pre_state==KEY_WAITED))
count2<=4'd0;
else if (count2==9)
count2<=4'd0;
else if(one_second)
count2<=count2+1'b1;
end
assign time_out=((count1==9) || (count2==9))?0:1;
always @ (posedge clk or posedge reset)
begin
if(reset)
pre_state<=SHOW_TIME;
else
pre_state<=next_state;
end
always@(pre_state or key or alarm_button or time_button or time_out)
begin
case(pre_state)
SHOW_TIME: begin
if(alarm_button)
next_state= SHOW_ALARM;
else if (key != NOKEY)
next_state=KEY_STORED;
else
next_state= SHOW_TIME;
end
KEY_STORED: next_state = KEY_WAITED;
KEY_WAITED: begin
if (key==NOKEY)
next_state=KEY_ENTRY;
else if (time_out==0)
next_state= SHOW_TIME;
else
next_state= KEY_WAITED;
end
KEY_ENTRY :begin
if(alarm_button)
next_state= SET_ALARM_TIME;
else if (time_button)
next_state= SET_CURRENT_TIME;
else if( time_out==0)
next_state=SHOW_TIME;
else if (key!= NOKEY)
next_state= KEY_STORED;
else 
next_state= KEY_ENTRY;
end
SHOW_ALARM: begin
if (!alarm_button)
next_state=SHOW_TIME;
else
next_state= SHOW_ALARM;
end
SET_ALARM_TIME: next_state= SHOW_TIME;
SET_CURRENT_TIME : next_state= SHOW_TIME;
default: next_state = SHOW_TIME;
endcase
end
assign show_new_time=(pre_state==KEY_ENTRY|| pre_state==KEY_STORED|| pre_state==KEY_WAITED)? 1:0;
assign show_a = (pre_state ==SHOW_ALARM)?1:0;
assign load_new_a = (pre_state== SET_ALARM_TIME)?1:0;
assign load_new_c = (pre_state==SET_CURRENT_TIME)?1:0;
assign reset_count = (pre_state==SET_CURRENT_TIME)?1:0;
assign shift = (pre_state==KEY_STORED) ?1:0;
endmodule
module counter(clk,reset,one_minute,load_new_c,new_current_time_ms_hr, new_current_time_ms_min,new_current_time_ls_hr, new_current_time_ls_min, current_time_ms_hr, current_time_ms_min, current_time_ls_hr, current_time_ls_min);
input clk,reset,one_minute,load_new_c;
input [3:0]new_current_time_ms_hr;
input [3:0]new_current_time_ms_min;
input [3:0]new_current_time_ls_hr;
input [3:0]new_current_time_ls_min;
output reg [3:0]current_time_ms_hr;
output reg [3:0]current_time_ms_min;
output reg [3:0]current_time_ls_hr;
output reg [3:0]current_time_ls_min;
always @(posedge clk or posedge reset)
begin
if(reset)
begin
current_time_ms_hr<=4'd0;
current_time_ms_min<=4'd0;
current_time_ls_hr<=4'd0;
current_time_ls_min<=4'd0;
end
else if (load_new_c)
begin
current_time_ms_hr<=new_current_time_ms_hr;
current_time_ms_min<=new_current_time_ms_min;
current_time_ls_hr<=new_current_time_ls_hr;
current_time_ls_min<=new_current_time_ls_min;
end
else if(one_minute==1)
if(current_time_ms_hr==4'd2 && current_time_ms_min==4'd5 && current_time_ls_hr==4'd3 && current_time_ls_min==4'd9)
begin
current_time_ms_hr<=4'd0;
current_time_ms_min<=4'd0;
current_time_ls_hr<=4'd0;
current_time_ls_min<=4'd0;
end
else if(current_time_ms_min==4'd5 && current_time_ls_hr==4'd9 && current_time_ls_min==4'd9)
begin
current_time_ms_hr<=current_time_ms_hr+1'd1;
current_time_ms_min<=4'd0;
current_time_ls_hr<=4'd0;
current_time_ls_min<=4'd0;
end
else if( current_time_ms_min==4'd5 && current_time_ls_min==4'd9)
begin
current_time_ms_min<=4'd0;
current_time_ls_hr<=current_time_ls_hr+1'd1;
current_time_ls_min<=4'd0;
end
else if(current_time_ls_min==4'd9)
begin
current_time_ms_min<=current_time_ms_min+1'd1;
current_time_ls_min<=4'd0;
end
else
begin
current_time_ls_min<=current_time_ls_min+1'd1;
end
end
endmodule
module key_reg(clk, reset, key, shift, key_buffer_ms_hr, key_buffer_ms_min, key_buffer_ls_hr, key_buffer_ls_min);
input clk, reset, shift;
input [3:0] key;
output reg [3:0] key_buffer_ms_hr;
output reg [3:0] key_buffer_ms_min;
output reg [3:0] key_buffer_ls_hr;
output reg [3:0] key_buffer_ls_min;
always @ (posedge clk or posedge reset)
begin
if (reset)
begin
key_buffer_ms_hr<=0;
key_buffer_ms_min<=0;
key_buffer_ls_hr<=0;
key_buffer_ls_min<=0;
end
else if (shift)
begin
key_buffer_ms_hr<=key_buffer_ls_hr;
key_buffer_ms_min<=key_buffer_ls_min;
key_buffer_ls_hr<=key_buffer_ms_min;
key_buffer_ls_min<=key;
end
end
endmodule
module aclk_lcd_display( current_time_ms_hr, current_time_ms_min, current_time_ls_hr, current_time_ls_min, alarm_time_ms_hr, alarm_time_ms_min, alarm_time_ls_hr, alarm_time_ls_min, key_ms_hr, key_ms_min, key_ls_hr, key_ls_min, show_new_time, show_a, sound_alarm, display_ms_hr, display_ms_min, display_ls_hr, display_ls_min);
input [3:0] current_time_ms_hr, current_time_ms_min, current_time_ls_hr, current_time_ls_min, alarm_time_ms_hr, alarm_time_ms_min, alarm_time_ls_hr, alarm_time_ls_min, key_ms_hr, key_ms_min, key_ls_hr, key_ls_min;
input show_new_time, show_a;
output sound_alarm;
output [7:0] display_ms_hr, display_ms_min, display_ls_hr, display_ls_min;
wire sound_alarm1, sound_alarm2, sound_alarm3, sound_alarm4;
assign sound_a= sound_alarm1 & sound_alarm2 & sound_alarm3 & sound_alarm4;
aclk_lcd_driver MS_HR (.alarm_time(alarm_time_ms_hr), .current_time(current_time_ms_hr),
 .key( key_ms_hr), .show_a(show_a), .show_new_time(show_current_time), .display_time(display_ms_hr), .sound_alarm(sound_alarm1));
aclk_lcd_driver LS_HR (.alarm_time(alarm_time_ls_hr), .current_time(current_time_ls_hr),
 .key( key_ls_hr), .show_a(show_a), .show_new_time(show_current_time), .display_time(display_ls_hr), .sound_alarm(sound_alarm2));
aclk_lcd_driver MS_MIN (.alarm_time(alarm_time_ms_MIN), .current_time(current_time_ms_min),
 .key( key_ms_min), .show_a(show_a), .show_new_time(show_current_time), .display_time(display_ms_min), .sound_alarm(sound_alarm3));
aclk_lcd_driver LS_MIN (.alarm_time(alarm_time_ls_min), .current_time(current_time_ls_min),
 .key( key_ls_min), .show_a(show_a), .show_new_time(show_current_time), .display_time(display_ls_min), .sound_alarm(sound_alarm4));
 endmodule
module aclk_lcd_driver(show_a, show_new_time, alarm_time, current_time, key, sound_alarm, display_time);
input show_a, show_new_time; 
input [3:0] alarm_time;
input [3:0] current_time;
input [3:0] key;
output reg sound_alarm; 
output reg [7:0] display_time;
reg [3:0] display_value;
parameter ZERO= 8'h30;
parameter ONE= 8'h31;
parameter TWO= 8'h32;
parameter THREE= 8'h33; 
parameter FOUR= 8'h34;
parameter FIVE= 8'h35;
parameter SIX= 8'h36;
parameter SEVEN= 8'h37;
parameter EIGHT= 8'h38;
parameter NINE= 8'h39;
parameter ERROR= 8'h3A;
always @ (show_a or show_new_time or alarm_time or current_time or key)
begin
    if(show_new_time)
        display_value=key;
    else if(show_a)
        display_value= alarm_time;
    else
        display_value=current_time;
    if (current_time==alarm_time)
        sound_alarm=1'b1;
    else
        sound_alarm=1'b0;
end
always @ (display_value)
begin
    case(display_value)
        4'd0: display_time=ZERO;
        4'd1: display_time=ONE;
        4'd2: display_time=TWO;
        4'd3: display_time=THREE;
        4'd4: display_time=FOUR;
        4'd5: display_time=FIVE;
        4'd6: display_time=SIX;
        4'd7: display_time=SEVEN;
        4'd8: display_time=EIGHT;
        4'd9: display_time=NINE;
        default: display_time=ERROR;
    endcase
end
endmodule
module aclk_timegen(clk,reset, reset_count, fast_watch,one_minute, one_second);
input clk, reset, reset_count, fast_watch;
output reg one_minute, one_second;
reg[13:0] count;
reg one_minute_reg;
always @(posedge clk or posedge reset)
begin
if(reset)
begin
count<=14'b0;
one_minute_reg<=0;
end
else if (reset_count)
begin
count<=14'b0;
one_minute_reg<=0;
end
else if(count[13:0]==14'd15359)
begin
count<=14'b0;
one_minute_reg<=0;
end
else 
begin
count<=count+1;
one_minute_reg<=0;
end
end
always @(posedge clk or posedge reset)
begin
if(reset)
begin
one_second<=1'b0;
end
else if (reset_count)
begin
one_second<=1'b0;
end
else if (count[7:0]==8'd255)
begin
one_second<=1'b1;
end
else
begin
one_second<=1'b0;
end
end
always @(*)
begin
if (fast_watch)
one_minute=one_second;
else
one_minute=one_minute_reg;
end
endmodule
module alarm_clk_rtl (clk, key, reset, time_button, alarm_button, fast_watch, ms_hr, ls_hr, ms_minute, ls_minute, alarm_sound);
input clk, reset, time_button, alarm_button, fast_watch;
input [3:0] key;
output [7:0] ms_hr, ls_hr, ms_minute, ls_minute;
output alarm_sound;
wire one_second, one_minute, load_new_c, load_new_a, show_current_time, show_a, shift, reset_count;
wire[3:0] key_buffer_ms_hr, key_buffer_ls_hr, key_buffer_ms_min, key_buffer_ls_min,
current_time_ms_hr,current_time_ls_hr, current_time_ms_min, current_time_ls_min,
alarm_time_ms_hr,alarm_time_ls_hr,alarm_time_ms_min, alarm_time_ls_min;
aclk_timegen t1 (.clk(clk), .reset(reset),.fast_watch(fast_watch), .one_second(one_second), .one_minute(one_minute), .reset_count(reset_count));
counter count(.clk(clk),.reset(reset),.one_minute(one_minute),.load_new_c(load_new_c),.new_current_time_ms_hr(key_buffer_ms_hr), .new_current_time_ms_min(key_buffer_ms_min),.new_current_time_ls_hr(key_buffer_ls_hr), .new_current_time_ls_min (key_buffer_ls_min), .current_time_ms_hr (current_time_ms_hr), 
.current_time_ms_min(current_time_ms_min), .current_time_ls_hr(current_time_ls_hr), .current_time_ls_min(current_time_ls_min));
alarmreg areg(.clk(clk), .reset(reset), .load_new_a(load_new_a), .new_alarm_ms_hr(key_buffer_ms_hr), .new_alarm_ms_min(key_buffer_ms_min), .new_alarm_ls_hr(key_buffer_ls_hr), 
.new_alarm_ls_min(key_buffer_ls_min),.alarm_time_ms_hr(alarm_time_ms_hr), .alarm_time_ms_min(alarm_time_ms_min), .alarm_time_ls_hr(alarm_time_ls_hr), .alarm_time_ls_min(alarm_time_ls_min));
key_reg keyreg( .clk(clk), .reset(reset), .key(key), .shift(shift), .key_buffer_ms_hr(key_buffer_ms_hr), .key_buffer_ms_min(key_buffer_ms_min), .key_buffer_ls_hr(key_buffer_ls_hr), 
.key_buffer_ls_min(key_buffer_ls_min));
aclk_controller acontrol(.clk(clk), .reset(reset), .one_second(one_second), .alarm_button(alarm_button), .time_button(time_button), .key(key), 
.reset_count(reset_count), .load_new_c(load_new_c), .show_new_time(show_current_time), .show_a(show_a) , .load_new_a(load_new_a) , .shift(shift));
aclk_lcd_display  lcddisplay( .current_time_ms_hr(current_time_ms_hr), .current_time_ms_min(current_time_ms_min), .current_time_ls_hr(current_time_ls_hr), 
.current_time_ls_min(current_time_ls_min), .alarm_time_ms_hr(alarm_time_ms_hr), .alarm_time_ms_min(alarm_time_ms_min), .alarm_time_ls_hr(alarm_time_ls_hr), 
.alarm_time_ls_min(alarm_time_ls_min), .key_ms_hr(key_buffer_ms_hr), .key_ms_min(key_buffer_ms_min), .key_ls_hr(key_buffer_ls_hr), .key_ls_min(key_buffer_ls_min), 
.show_new_time(show_current_time), .show_a(show_a), .sound_alarm(alarm_sound), .display_ms_hr(ms_hr), .display_ms_min(ms_minute), .display_ls_hr(ls_hr), .display_ls_min(ls_minute));
endmodule
```

## flow/run.sh

```bash
#!/bin/bash
# OpenROAD 26Q1-2900-gdf79404cd8, Yosys 0.63+post, stock flow scripts
make -C /OpenROAD-flow-scripts/flow DESIGN_CONFIG=/design/flow/config.mk WORK_HOME=/design/flow/orfs finish
```

## flow/constraint.sdc

```tcl
current_design alarm_clk_rtl

set clk_period 4.5
set clk_io_pct 0.2

create_clock -name clk0 -period $clk_period [get_ports {clk}]

set non_clock_inputs [all_inputs -no_clocks]
set_input_delay [expr $clk_period * $clk_io_pct] -clock clk0 $non_clock_inputs
set_output_delay [expr $clk_period * $clk_io_pct] -clock clk0 [all_outputs]
```

==> Changelog: implementation <==
### Changed

- Unrepaired setup endpoints after global routing: false
- Layout Skew: 0.00503 ns
- Worst min-delay path class: reg -> reg
- Commonest flop: dfrtp_1
- Initial Utilization: 0.308
- Status: finished clean
- Setup WS post-layout: 1.39 ns
- Gr usage total: 0.127
- Switching power: 0.000549 W
- Register-to-Register Setup Slack: about 2.7 ns
- Fin. max-slew vios: 0
- Mean area per synthesized cell: approximately 10 sq um
- H-tree levels: 3
- Crit share post-route: 0.691
- Share of layout cells above drive strength 1: 0.150
- Synthesis area per yosys: 0.00390 sq mm
- Pre-CTS worst setup slack: 1.74 ns
- Number of port buffers: 24
- Sequential share of power: 0.445
- Synth mux share: 0.105
- Pre-antenna DRT Iters: 4
- Post-CTS Setup Inserts: 0
- Vias: between 2k and 3k
- Resized cells post-CTS: 0
- CTS tree: done
- Pleak: 1.94 nW
- Simple Share, Synth: 0.160
- Post-route ant nets: 0
- Fin cells: 580
- Max-slew headroom: 0.523
- Yosys reg bits: approximately 73
- Reg clk slew, reported paths: 0.05 ns
- Overflow after GRT: 0
- Pin count of the biggest net entering global routing: 38
- Synth warnings: 13
- Largest area contributor in the netlist: dfrtp_1
- OpenROAD warnings: 30
- Die W: 116 um
- Ys cells: about 380
- Initial antenna violation count: 0
- Pwr/cell area: between 400 and 500 mW/mm^2
- Int Power: 0.00154 W
- # clock sinks: 73
- Post-synth EDFFs: 0
- Area after DPL: 0.00424 sq mm
- Critical Path RT: 3.60 ns
- Synth-to-layout area growth: 17.6%
- Placed insts: roughly 560
- Sum of negative setup slack: 0 ns
- First-pass GRT wire length: 13400 um
- Adders+Majority by Area: 0.0353
- RePlAce Congestion: 0.822
- CTS buffer count: 9
- Main logic family after synthesis: simple AND/OR/NAND/NOR gates
- Vias per cell: 4.82
- Total of max-cap violations: 0
- Final Hold Fails: 0
- Final antenna diode count: 0
- Worst setup SP type: register
- Top Registers: t1.count: 14 flops, acontrol.pre_state: 6 flops
- Clock network fraction of design power: 0.393
- Area leader share: 0.462
- Worst-Margin Slew: 0.715 ns
- Fmax: between 300 and 400 MHz
- I/O pin total: 42
- Post-Syn Instances: between 300 and 400
- WS Path Type: reg -> out
- Max VDD drop: 0.000207 V
- Largest Register: t1.count
- Synth cell types: 56
- Clock latency on the worst-skew pair: 0.33 ns
- CTS Root Cell: clkbuf_16
- Core Area: about 0.013 sq mm
- Core Rows: 41
- Xor+xnor area frac: 0.0314
- Clock buffer depth: 2
- Critical Path Sink Type: output port
- Top cells by area: dfrtp_1 (46%), mux2_2 (8.7%), ha_1 (3.5%)
- Number of global-route vias before repair: 2724
- Combinational power share: 0.162
- Mapped Area: just under 0.004 sq mm
- Hold slack: 0.506 ns
- Drt drc: 0
- Fill count: 1239
- Final Setup Violations: 0
- Die H: 116 um
- DRT Wirelength: 7710 um
- WL/cell: 13.3 um
- Total die size: 0.0135 sq mm
- Final HPWL DP: 5320 um
- Min cycle time layout: 3.11 ns
- WP data arrival: 2.21 ns
- Sw Share: 0.263
- Synth Seq Share: 0.469
- Finished Cell Area: 0.00459 sq mm
- CP Max Fanout: 20
- AO/OA Area Share: 0.130
- Largest register FFs: 14
- Hold-fix buffers, CTS: 0
- Ys async rst share: 1.00
- DRT iter0 DRCs: approximately 140
## worst paths after layout
path | from | endpoint | cells after the start
worst max-delay path | acontrol.pre_state[5] | ms_hr[2] | 4
worst min-delay path | areg.alarm_time_ls_hr[0] | areg.alarm_time_ls_hr[0] | 1
worst max register to register | t1.count[0] | t1.count[5] | 5
worst min register to register | areg.alarm_time_ls_hr[0] | areg.alarm_time_ls_hr[0] | 1
max in group asynchronous | reset | acontrol.pre_state[0] | 3
min in group asynchronous | reset | t1.count[2] | 3
## synth_stat cells (2+ instances only)
| cell type | count |
|---|---|
| dfrtp_1 | 72 |
| mux2_2 | 30 |
| nor2_1 | 29 |
| nand2_1 | 26 |
| nand3_1 | 18 |
| a21oi_1 | 17 |
| buf_4 | 17 |
| o21ai_0 | 16 |
| inv_1 | 15 |
| ha_1 | 11 |
| o21ai_1 | 10 |
| nor3_1 | 9 |
| xnor2_1 | 9 |
| mux2i_1 | 7 |
| and3_1 | 6 |
| buf_2 | 6 |
| clkbuf_1 | 6 |
| nand3b_1 | 5 |
| o211ai_1 | 5 |
| xor2_1 | 5 |
| a211oi_1 | 4 |
| a31oi_1 | 4 |
| nand4_1 | 4 |
| a21boi_0 | 3 |
| a2bb2oi_1 | 3 |
| and3b_1 | 3 |
| nor4_2 | 3 |
| a211o_1 | 2 |
| a41oi_1 | 2 |
| and2_1 | 2 |
| buf_1 | 2 |
| buf_6 | 2 |
| conb_1 | 2 |
| nand4b_1 | 2 |
| nor4_1 | 2 |
| or3_1 | 2 |
## power by group through the flow
stage / Combinational, W / Clock [W] / Sequential [W]
6_report: 0.000338 / 0.000821 / 0.000928
5_1_grt: 0.000387 / 0.000867 / 0.000953
4_1_cts: 0.000343 / 0.000835 / 0.000927
## worst max-delay path, stage by stage (launching register included)
cell and delay [ns]:
dfrtp_1 0.80, buf_4 0.36, o21ai_0 0.15, nor2_1 0.11, clkdlybuf4s50_1 0.46
## layer usage
metal	routed length, um	track usage	vias up	part of all wire
li1	-	-	1372	-
met1	3930	0.193	1369	0.51
met2	3400	0.200	44	0.44
met3	276	0.0229	9	0.036
met4	104	0.0154	0	0.013
met5	0	0	-	0
## layout make-up
type	count	area [sq um]	area share
clock buffers	11	243	0.0529
clock inverters	5	104	0.0226
inverters	15	56.3	0.0123
multi-input cells	275	1860	0.406
flip-flops and latches	73	1830	0.399
well taps	172	215	0.0469
repair buffers	29	278	0.0606
## layout by cell type, fill, tap and decap left out, types with 3 or more instances in the layout
| cell type | instances |
|---|---|
| o21ai_1 | 10 |
| nand4_1 | 4 |
| o211ai_1 | 5 |
| buf_4 | 5 |
| and3b_1 | 3 |
| a2bb2oi_1 | 3 |
| nand3b_1 | 5 |
| dfrtp_1 | 72 |
| conb_1 | 17 |
| a21boi_0 | 3 |
| bufinv_16 | 3 |
| ha_1 | 11 |
| and3_1 | 6 |
| xor2_1 | 5 |
| mux2_2 | 30 |
| clkbuf_16 | 9 |
| mux2i_1 | 7 |
| o21ai_0 | 16 |
| xnor2_1 | 9 |
| clkdlybuf4s50_1 | 24 |
| a211oi_1 | 4 |
| nand3_1 | 18 |
| a31oi_1 | 4 |
| nor2_1 | 29 |
| nor3_1 | 9 |
| inv_1 | 14 |
| nand2_1 | 26 |
| nor4_2 | 3 |
| a21oi_1 | 17 |
## through the flow
stage / power, W / utilization
after floorplan: 0.00113 / -
after global placement: 0.00126 / 0.335
after detailed placement: 0.00128 / 0.335
after CTS: 0.00211 / 0.362
after global routing: 0.00221 / 0.362
final: 0.00209 / 0.362
## kinds of logic after synthesis
kind of cell | after synthesis
and+or+nand+nor | 118
DFF | 73
buffers and inverters | 48
AOI/OAI and AO/OA | 78
other | 2
adders and majority gates | 11
xor gates and xnor gates | 14
muxes | 37
Power is estimated from default activity; no workload was simulated.
